`flow/config.mk`:
```
export PLATFORM = sky130hd
export DESIGN_NAME = LEDMatrixControllerTop
export DESIGN_NICKNAME = LEDMatrixControllerTop
export VERILOG_FILES = /design/flow/design.v
export SDC_FILE = /design/flow/constraint.sdc
export NUM_CORES = 4
export LEC_CHECK = 1
export CORE_UTILIZATION = 30
```
`flow/constraint.sdc`:
```
current_design LEDMatrixControllerTop

set clk_period 4.1
set clk_io_pct 0.2

create_clock -name clk0 -period $clk_period [get_ports {clk}]

set non_clock_inputs [all_inputs -no_clocks]
set_input_delay [expr $clk_period * $clk_io_pct] -clock clk0 $non_clock_inputs
set_output_delay [expr $clk_period * $clk_io_pct] -clock clk0 [all_outputs]
```
`flow/design.v`:
```
module LEDMatrixController(matrixIn, timePulseIn, rowOut, colOut, clk, rst);
	input [63:0] matrixIn;
	input clk, rst, timePulseIn;
	output [7:0] rowOut, colOut;
	reg [3:0] State;
	reg [3:0] stateCounter;
	reg [63:0] savedMatrixIn;
	reg [7:0] rowOut, colOut;
	reg ready;
	parameter INIT = 0, SETROW1 = 1, SETROW2 = 2, SETROW3 = 3, SETROW4 = 4, SETROW5 = 5, SETROW6 = 6, SETROW7 = 7, SETROW8 = 8, END = 9, WAIT = 10;
	always @(posedge clk)
		begin
			if(rst == 0)
				begin 
					savedMatrixIn <= 64'b0;
					rowOut <= 8'b0;
					colOut <= 8'bz;
					ready <= 1;
					State <= INIT;
					stateCounter <= 0;
				end
			else 
				begin
					if(ready == 1)
						begin
							savedMatrixIn <= matrixIn;
							ready <= 0;
						end
					else
						begin
							case(State)
								INIT:
									begin
										rowOut <= 8'b0;
										colOut <= 8'bz;
										ready <= 0;
										stateCounter <= 1;
										State <= stateCounter;
									end
								SETROW1:
									begin
										rowOut <= savedMatrixIn[63:56];
										colOut <= 8'b0zzzzzzz;
										stateCounter <= stateCounter + 1;
										State <= WAIT;
									end
								SETROW2:
									begin
										rowOut <= savedMatrixIn[55:48];
										colOut <= 8'bz0zzzzzz;
										stateCounter <= stateCounter + 1;
										State <= WAIT;
									end
								SETROW3:
									begin
										rowOut <= savedMatrixIn[47:40];
										colOut <= 8'bzz0zzzzz;
										stateCounter <= stateCounter + 1;
										State <= WAIT;
									end
								SETROW4:
									begin
										rowOut <= savedMatrixIn[39:32];
										colOut <= 8'bzzz0zzzz;
										stateCounter <= stateCounter + 1;
										State <= WAIT;
									end
								SETROW5:
									begin
										rowOut <= savedMatrixIn[31:24];
										colOut <= 8'bzzzz0zzz;
										stateCounter <= stateCounter + 1;
										State <= WAIT;
									end
								SETROW6:
									begin
										rowOut <= savedMatrixIn[23:16];
										colOut <= 8'bzzzzz0zz;
										stateCounter <= stateCounter + 1;
										State <= WAIT;
									end
								SETROW7:
									begin
										rowOut <= savedMatrixIn[15:8];
										colOut <= 8'bzzzzzz0z;
										stateCounter <= stateCounter + 1;
										State <= WAIT;
									end
								SETROW8:
									begin
										rowOut <= savedMatrixIn[7:0];
										colOut <= 8'bzzzzzzz0;
										stateCounter <= stateCounter + 1;
										State <= WAIT;
									end
								WAIT:
									begin
										if(timePulseIn == 1)
											begin
												State <= stateCounter;
											end
										else 
											begin
												State <= WAIT;
											end
									end
								END:
									begin
										rowOut <= 8'b0;
										colOut <= 8'bz;
										ready <= 1;
										State <= INIT;
									end
								default:
									begin
										State <= INIT;									
									end								
							endcase
						end
				end
		end
endmodule
module LEDMatrixControllerTop(clk, rst, matrixIn, rowOut, colOut);
	input clk, rst;
	output[7:0] rowOut, colOut;
	input [63:0] matrixIn;
	wire microsecondTimeout, hundredMicrosecondTimeout, millisecondTimeout, hundredMillisecondTimeout, secondTimeout;
	microsecondTimer microsecondTimer_1(clk, rst, microsecondTimeout);
	hundredMicrosecondTimer hundredMicrosecondTimer_1(microsecondTimeout, clk, rst, hundredMicrosecondTimeout);
	millisecondTimer millisecondTimer_1(hundredMicrosecondTimeout, clk, rst, millisecondTimeout);
	hundredMillisecondTimer hundredMillisecondTimer_1(millisecondTimeout, clk, rst, hundredMillisecondTimeout);
	secondTimer secondTimer_1(hundredMillisecondTimeout, clk, rst, secondTimeout);
	LEDMatrixController LEDMatrixController_1(matrixIn, millisecondTimeout, rowOut, colOut, clk, rst);
endmodule
module hundredMicrosecondTimer(pulseIn, clk, rst, pulseOut);
	input pulseIn, clk, rst;
	output wire pulseOut;
	reg pulse;
	reg [7:0] LFSR;
  	wire feedback = LFSR[7];
	always @ (posedge clk)
		begin
			if(rst == 0)
				begin
					LFSR <= 8'b11111111;
					pulse <= 0;
				end
			else 
				begin
					if(pulseIn == 1)
						begin
							if(LFSR == 8'b01011010)
								begin
									LFSR <= 8'b11111111;
									pulse <= 1;
								end
							else 
								begin
									LFSR[0] <= feedback;
		    						LFSR[1] <= LFSR[0];
		    						LFSR[2] <= LFSR[1] ^ feedback;
		    						LFSR[3] <= LFSR[2] ^ feedback;
		    						LFSR[4] <= LFSR[3] ^ feedback;
		    						LFSR[5] <= LFSR[4];
								    LFSR[6] <= LFSR[5];
								    LFSR[7] <= LFSR[6];
									pulse <= 0;
								end
						end
					else 
						begin
							pulse <= 0;
						end
				end
		end
	assign pulseOut = pulse;
endmodule
module hundredMillisecondTimer(pulseIn, clk, rst, pulseOut);
	input pulseIn, clk, rst;
	output wire pulseOut;
	reg pulse;
	reg [7:0] LFSR;
  	wire feedback = LFSR[7];
	always @ (posedge clk)
		begin
			if(rst == 0)
				begin
					LFSR <= 8'b11111111;
					pulse <= 0;
				end
			else 
				begin
					if(pulseIn == 1)
						begin
							if(LFSR == 8'b01011010)
								begin
									LFSR <= 8'b11111111;
									pulse <= 1;
								end
							else 
								begin
									LFSR[0] <= feedback;
		    						LFSR[1] <= LFSR[0];
		    						LFSR[2] <= LFSR[1] ^ feedback;
		    						LFSR[3] <= LFSR[2] ^ feedback;
		    						LFSR[4] <= LFSR[3] ^ feedback;
		    						LFSR[5] <= LFSR[4];
								    LFSR[6] <= LFSR[5];
								    LFSR[7] <= LFSR[6];
									pulse <= 0;
								end
						end
					else 
						begin
							pulse <= 0;
						end
				end
		end
	assign pulseOut = pulse;
endmodule
module microsecondTimer(clk, rst, timeout);
	input clk, rst;
	output timeout;
	reg pulse;
	reg[5:0] LFSR;
	wire feedback = LFSR[5];
	always @ (posedge clk)
		begin
			if(rst == 0)
				begin
					LFSR <= 6'b111111;
					pulse <= 0;
				end
			else 
				begin
					if(LFSR == 6'b101101)
						begin
							LFSR <= 6'b111111;
							pulse <= 1;
						end
					else 
						begin
							LFSR[0] <= feedback;
							LFSR[1] <= LFSR[0] ^ feedback;
							LFSR[2] <= LFSR[1];
							LFSR[3] <= LFSR[2];
							LFSR[4] <= LFSR[3];
							LFSR[5] <= LFSR[4];
							pulse <= 0;
						end
				end
		end
	assign timeout = pulse;
endmodule
module millisecondTimer(pulseIn, clk, rst, pulseOut);
	input pulseIn, clk, rst;
	output wire pulseOut;
	reg pulse;
	reg [3:0] LFSR;
  	wire feedback = LFSR[3];
	always @ (posedge clk)
		begin
			if(rst == 0)
				begin
					LFSR <= 4'b1111;
					pulse <= 0;
				end
			else 
				begin
					if(pulseIn == 1)
						begin
							if(LFSR == 4'b1100)
								begin
									LFSR <= 4'b1111;
									pulse <= 1;
								end
							else 
								begin
									LFSR[0] <= feedback;
								    LFSR[1] <= LFSR[0] ^ feedback;
								    LFSR[2] <= LFSR[1];
								    LFSR[3] <= LFSR[2];
									pulse <= 0;
								end
						end
					else 
						begin
							pulse <= 0;
						end
				end
		end
	assign pulseOut = pulse;
endmodule
module secondTimer(pulseIn, clk, rst, pulseOut);
	input pulseIn, clk, rst;
	output wire pulseOut;
	reg pulse;
	reg [3:0] LFSR;
  	wire feedback = LFSR[3];
	always @ (posedge clk)
		begin
			if(rst == 0)
				begin
					LFSR <= 4'b1111;
					pulse <= 0;
				end
			else 
				begin
					if(pulseIn == 1)
						begin
							if(LFSR == 4'b1100)
								begin
									LFSR <= 4'b1111;
									pulse <= 1;
								end
							else 
								begin
									LFSR[0] <= feedback;
								    LFSR[1] <= LFSR[0] ^ feedback;
								    LFSR[2] <= LFSR[1];
								    LFSR[3] <= LFSR[2];
									pulse <= 0;
								end
						end
					else 
						begin
							pulse <= 0;
						end
				end
		end
	assign pulseOut = pulse;
endmodule
```
`flow/run.sh`:
```
#!/bin/bash
# OpenROAD 26Q1-2900-gdf79404cd8, Yosys 0.63+post, stock flow scripts
make -C /OpenROAD-flow-scripts/flow DESIGN_CONFIG=/design/flow/config.mk WORK_HOME=/design/flow/orfs finish
```
==> out/metrics.csv <==
stage,metric,value,unit
sta,finalHoldViolations,0,
drt,num_vias,3285,
global_route,busiest_layer,met1,
setup_path,r2r_slack,2.08,ns
clocking,h-tree-depth,3,
sta,slew_headroom,0.471,
sta,fin_crit,2.87,ns
status,run_status,finished clean,
global_route,gr-usage-all-layers,0.138,
setup_path,cp-end-kind,flop,
die,die_y,123,um
drt,antennaDiodeCount,0,
drt,wl,10100,um
pwr,p_leak,0.00218,uW
drt,ant_nets,0,
global_route,overflow,0,
global_route,grtUsageMet1,0.232,
logic_synthesis,ys_cells,459,
sta,drv_slew,0,
sta,finalCritPeriodShare,0.700,
clocking,cts_tree,done,
global_route,grt_pass1_wl,16000,um
setup_path,startpoint_type,primary input,
run,cap_violations,0,
sta,hold_slack,0.442,ns
setup_path,slowest_delay,0.92,ns
logic_synthesis,edf_count,1,
setup_path,critical_path.cell_chain,clkdlybuf4s50_1 > inv_2 > nor3_2 > o21ai_1 > a21oi_1 > a21o_1,
setup_path,crit_slowest_cell,clkdlybuf4s50_1,
finish,drive_above_1_share,0.0638,
finish,syn2layout_area_growth,25.0,%
clocking,cts_buffer_depth,2,
die,chip_area,15200,um2
logic_synthesis,syn_area,4400,um2
global_route,grt_pass1_vias,3037,
placed_design,dp_hpwl,7270,um
clocking,cts.repair.resized,0,
clocking,post-cts-setup-buffers,0,
setup_path,path_buffers,2,
drt,drtIter0Drc,185,
setup_path,regToRegStartpoint,LEDMatrixController_1.ready,
clocking,clock-sinks,103,
drt,drc,0,
drt,wl_per_cell,14.5,um
clocking,clk_pin_slew,0.07,ns
die,die-width,123,um
logic_synthesis,yosysUniqueCellTypes,55,
pwr,power_density,386,nW/um2
global_route,use_met3,0.0212,
die,core_util_floorplan,0.312,
logic_synthesis,synthTopCellsByArea,"dfxtp_1 (46%), mux2i_1 (15%), nor2_1 (6.7%)",
die,core-area,14100,um2
sta,final-setup-viol-count,0,
logic_synthesis,async_flop_share,0,
logic_synthesis,yosys.stat.seqShare,0.471,
clocking,cts_root_buf,clkbuf_16,
worst_hold_path,hold_depth,2,
setup_path,arrival,3.16,ns
placed_design,gp_congestion,0.818,
run,warnings,25,
sta,rsz0062_at_grt,no,
drt,via_per_inst,4.71,
sta,finClkSkew,0.00866,ns
global_route,antenna_found_initial,0,
logic_synthesis,synth.avg_cell_area,9.59,um2
setup_path,crit_required,4.39,ns
worst_hold_path,worst_hold_path_type,reg -> reg,
logic_synthesis,ff_type,dfxtp_1,
global_route,met2_usage,0.193,
setup_path,crit_path_max_fanout,40,
worst_hold_path,worst_hold_path.endpoint,LEDMatrixController_1.rowOut[0],
setup_path,r2r_end,LEDMatrixController_1.rowOut[6],
worst_hold_path,hold_path.startpoint,LEDMatrixController_1.rowOut[0],
logic_synthesis,yosysTopAreaCell,dfxtp_1,
logic_synthesis,top_cells_by_count,"dfxtp_1 (102), nor2_1 (78), mux2i_1 (67), nand2_1 (37), a22oi_1 (20)",
clocking,cts_buffers,9,
clocking,cts_hold_buf,0,
logic_synthesis,top_cell_area_share,0.464,
placed_design,port-buffer-count,80,
logic_synthesis,yosys_area,4400,um2
global_route,grt_max_degree,51,
sta,tightest_slew,0.793,ns
setup_path,cp_top_family,buffers and inverters,
logic_synthesis,synthCells,459,
sta,fmax,0.348,GHz
setup_path,critPathKind,in -> reg,
clocking,clk_latency,0.34,ns
die,io_pins,82,
setup_path,reg2reg_depth,5,
die,fp-row-count,43,
pwr,power.total,2120,uW
pwr,ir_worst_vdd,0.175,mV
sta,tns,0,ns
logic_synthesis,top_cell,dfxtp_1,
logic_synthesis,ys.flops,103,
drt,drtPass1Iterations,4,
logic_synthesis,yosysWarningCount,17,
-- power breakdown --
group,internal (uW),switching (uW),total (uW)
logic,143,103,245
registers,1050,47.3,1100
clock network,423,355,778
-- logic make-up after synthesis --
group	Yosys count	synth area share
AND/OR/NAND/NOR	160	0.176
flip-flops	103	0.471
XOR/XNOR	7	0.0139
multiplexers	68	0.158
buffers and inverters	45	0.0549
adder cells (fa/ha/maj)	1	0.00284
other	1	0.000852
AND-OR/OR-AND	74	0.123
-- through the flow --
stage	instance area (um2)	setup slack, ns	instances	utilization
after global routing	5500	0.971	697	0.390
after global placement	5240	1.05	683	0.372
after floorplan	4400	2.46	460	-
after CTS	5500	1.25	697	0.390
after detailed placement	5240	0.883	683	0.372
final	5500	1.23	697	0.390
-- metal layers --
layer  up-vias  routed length [um]
met5         -                   0
met4         0                 185
met3        15                 533
met2        84                4290
met1      1480                5090
li1       1706                   -
-- flip-flops by register name, indices dropped and copies added, names as in the netlist --
signal / cells
LEDMatrixController_1.stateCounter: 4
microsecondTimer_1.LFSR: 6
LEDMatrixController_1.colOut: 1
LEDMatrixController_1.State: 4
microsecondTimer_1.pulse: 1
millisecondTimer_1.LFSR: 4
hundredMicrosecondTimer_1.pulse: 1
millisecondTimer_1.pulse: 1
hundredMicrosecondTimer_1.LFSR: 8
LEDMatrixController_1.savedMatrixIn: 64
LEDMatrixController_1.rowOut: 8
LEDMatrixController_1.ready: 1
-- final cells by class --
class / count / area [um2]
multi-input cells: 312 / 2090
repair buffers: 84 / 831
flip-flops and latches: 103 / 2080
well taps: 180 / 225
clock inverters: 3 / 21.3
fillers: 1344 / 8590
clock buffers: 11 / 243
inverters: 4 / 15.0
-- worst max-delay path by stage --
stage     depth (start not counted)                               to  from
4_1_cts                           6  LEDMatrixController_1.rowOut[6]   rst
5_1_grt                           6  LEDMatrixController_1.rowOut[6]   rst
6_report                          6  LEDMatrixController_1.rowOut[6]   rst
-- tightest hold or removal path, stage by stage (launching register included) --
cell,delay [ns]
dfxtp_1,0.31
nand2_1,0.05
nand2_1,0.04
-- layout by cell type, fill, tap and decap left out, types with 2 or more instances in the layout --
cell and count:
clkdlybuf4s50_1 80, nand4_1 2, a22oi_1 20, nor2_2 2
or3_1 3, a21oi_1 6, nor3_1 2, o21a_1 2
nand3_1 3, buf_4 4, xnor2_1 4, o211ai_2 3
and2_1 2, nand3b_1 2, o21ai_1 6, nand2_1 37
xor2_1 3, nor3b_1 4, o221ai_1 7, dfxtp_1 101
mux2i_1 67, nor2b_1 3, clkbuf_16 9, nor2_1 78
o211ai_1 4, o22ai_1 9, and3b_1 2, inv_1 3
o31ai_1 2, a211oi_1 2, conb_1 2, nand2b_1 8
nand4b_1 2, o21ai_0 7
No activity file was given, so power comes from the tool's default toggle rates.
