$ cat flow/run.sh
#!/bin/bash
# OpenROAD 26Q1-2900-gdf79404cd8, Yosys 0.63+post, stock flow scripts
make -C /OpenROAD-flow-scripts/flow DESIGN_CONFIG=/design/flow/config.mk WORK_HOME=/design/flow/orfs finish
$ cat flow/config.mk
export PLATFORM = sky130hd
export DESIGN_NAME = Game
export DESIGN_NICKNAME = Game
export VERILOG_FILES = /design/flow/design.v
export SDC_FILE = /design/flow/constraint.sdc
export NUM_CORES = 4
export LEC_CHECK = 1
export CORE_AREA = 10 10 70 70
export DIE_AREA = 0 0 80 80
$ cat flow/constraint.sdc
current_design Game

set clk_period 2.9
set clk_io_pct 0.2

create_clock -name clk0 -period $clk_period [get_ports {clk}]

set non_clock_inputs [all_inputs -no_clocks]
set_input_delay [expr $clk_period * $clk_io_pct] -clock clk0 $non_clock_inputs
set_output_delay [expr $clk_period * $clk_io_pct] -clock clk0 [all_outputs]
$ cat flow/design.v
module Game(
	input [0:0] clk,  
	input [0:0] rst,
	input [2:0] buttons,
	input [15:0] userid,
	input [1:0] gamestate,
	output [0:0] game_eog,
	output [7:0] rowOut, colOut,
	output [31:0] game_data
	);
	wire pulseOut;
	wire oneSecPulse;
	wire pulseOnems;
	wire pulseFifthS;
	wire [63:0] game_display;
	LFSRTimer_005_ms short005ms(clk, rstBtn, pulseOut);
	One_mSecondTimer one_ms(pulseOut, pulseOnems, rLED);
	reconfigTmr8B rTmrfifthSec(pulseOnems, 200, pulseFifthS);
	reconfigTmr8B rTmrOneSec(pulseFifthS, 5 , oneSecPulse);
	GameStacker Tetris(
		oneSecPulse,  
		rst,
		buttons,
		userid,
		gamestate,
		game_eog,
		game_display,
		game_data);
	LEDMatrixController led_matrix(
		game_display, oneSecPulse, rowOut, colOut,clk,rst); 
endmodule
module GameStacker(
	input [0:0] clk,  
	input [0:0] rst,
	input [2:0] buttons,
	input [15:0] userid,
	input [1:0] gamestate,
	output reg [0:0] game_eog,
	output [63:0] game_display,
	output [31:0] game_data);
	reg [7:0] game_table[7:0]; 
	reg [15:0] game_score; 
	reg [2:0] lineIndex, xCount, stackPos;
	reg direction;
	parameter INIT = 0, 
			  SHIFT = 1, 
		      PLACE = 2, 
			  EOG = 4;
	reg [3:0] State; 
	always @ (posedge clk) begin
		if(!rst) begin
			State <= INIT; 
		end
		else begin
			case(State)
				INIT: begin
					game_table[0] = 8'b00000000; 
					game_table[1] = 8'b00000000;
					game_table[2] = 8'b00000000;
					game_table[3] = 8'b00000000;
					game_table[4] = 8'b00000000;
					game_table[5] = 8'b00000000;
					game_table[6] = 8'b00000000; 
					game_table[7] = 8'b00000000;
					lineIndex <= 7;
					direction <= 0;
					game_score <= 0; 
					game_eog <= 0; 
					if(gamestate == 2'b01) begin   
						game_table[lineIndex] <= 8'b10000000;
						State <= SHIFT;
					end else begin
						State <= INIT; 
					end
				end
				SHIFT: begin
					if(buttons[0] !== 1'b1) begin
						if(game_table[lineIndex] == 8'b00000000) begin
							game_table[lineIndex] <= 8'b10000000;
						end else if(game_table[lineIndex] !== 8'b00000001 && direction == 0) begin 
							game_table[lineIndex] <= game_table[lineIndex] >> 1;
						end else if(game_table[lineIndex] !== 8'b10000000 && direction == 1) begin
							game_table[lineIndex] <= game_table[lineIndex] << 1; 
						end else if (game_table[lineIndex] === 8'b00000001) begin
							direction <=1; 
						end else if (game_table[lineIndex] === 8'b10000000) begin
							direction <=0; 
						end else begin
						end
						State <= SHIFT; 
					end else begin
						State <= PLACE; 
					end
				end
				PLACE: begin
					if((game_table[lineIndex+1] == game_table[lineIndex] || lineIndex == 7) && lineIndex != 0) begin
						lineIndex <= lineIndex -1;
						game_score <= game_score + 1 + (7 - lineIndex);  
						State <= SHIFT; 
					end else begin
						State <= EOG; 
					end
				end
				EOG: begin
					game_eog <= 1;
					State <= INIT;  
				end
				default: begin
					State <= INIT;
				end
			endcase
		end
	end
	assign game_data = {userid, game_score};
	assign game_display ={
		game_table[7],
		game_table[6],
		game_table[5],
		game_table[4],
		game_table[3],
		game_table[2],
		game_table[1],
		game_table[0]
	};
endmodule 
module LEDMatrixController(matrixIn, timePulseIn, rowOut, colOut, clk, rst);
	input [63:0] matrixIn;
	input clk, rst, timePulseIn;
	output [7:0] rowOut, colOut;
	reg [3:0] State;
	reg [3:0] stateCounter;
	reg [63:0] savedMatrixIn;
	reg [7:0] rowOut, colOut;
	reg ready;
	parameter INIT = 0, SETROW1 = 1, SETROW2 = 2, SETROW3 = 3, SETROW4 = 4, SETROW5 = 5, SETROW6 = 6, SETROW7 = 7, SETROW8 = 8, END = 9, WAIT = 10;
	always @(posedge clk)
		begin
			if(rst == 0)
				begin 
					savedMatrixIn <= 64'b0;
					rowOut <= 8'b0;
					colOut <= 8'bz;
					ready <= 1;
					State <= INIT;
					stateCounter <= 0;
				end
			else 
				begin
					if(ready == 1)
						begin
							savedMatrixIn <= matrixIn;
							ready <= 0;
						end
					else
						begin
							case(State)
								INIT:
									begin
										rowOut <= 8'b0;
										colOut <= 8'bz;
										ready <= 0;
										stateCounter <= 1;
										State <= stateCounter;
									end
								SETROW1:
									begin
										rowOut <= savedMatrixIn[63:56];
										colOut <= 8'b0zzzzzzz;
										stateCounter <= stateCounter + 1;
										State <= WAIT;
									end
								SETROW2:
									begin
										rowOut <= savedMatrixIn[55:48];
										colOut <= 8'bz0zzzzzz;
										stateCounter <= stateCounter + 1;
										State <= WAIT;
									end
								SETROW3:
									begin
										rowOut <= savedMatrixIn[47:40];
										colOut <= 8'bzz0zzzzz;
										stateCounter <= stateCounter + 1;
										State <= WAIT;
									end
								SETROW4:
									begin
										rowOut <= savedMatrixIn[39:32];
										colOut <= 8'bzzz0zzzz;
										stateCounter <= stateCounter + 1;
										State <= WAIT;
									end
								SETROW5:
									begin
										rowOut <= savedMatrixIn[31:24];
										colOut <= 8'bzzzz0zzz;
										stateCounter <= stateCounter + 1;
										State <= WAIT;
									end
								SETROW6:
									begin
										rowOut <= savedMatrixIn[23:16];
										colOut <= 8'bzzzzz0zz;
										stateCounter <= stateCounter + 1;
										State <= WAIT;
									end
								SETROW7:
									begin
										rowOut <= savedMatrixIn[15:8];
										colOut <= 8'bzzzzzz0z;
										stateCounter <= stateCounter + 1;
										State <= WAIT;
									end
								SETROW8:
									begin
										rowOut <= savedMatrixIn[7:0];
										colOut <= 8'bzzzzzzz0;
										stateCounter <= stateCounter + 1;
										State <= WAIT;
									end
								WAIT:
									begin
										if(timePulseIn == 1)
											begin
												State <= stateCounter;
											end
										else 
											begin
												State <= WAIT;
											end
									end
								END:
									begin
										rowOut <= 8'b0;
										colOut <= 8'bz;
										ready <= 1;
										State <= INIT;
									end
								default:
									begin
										State <= INIT;									
									end								
							endcase
						end
				end
		end
endmodule
module LFSRTimer_005_ms(clk, rst, pulseOut);
  input clk;
  input rst;
  output pulseOut;
  reg pulse;
  reg [7:0] LFSR;
  wire feedback = LFSR[7];
  always @(posedge clk) begin
    if (rst == 0) begin
      LFSR <= 8'b11111111;
      pulse <= 0;
    end
    else begin
      if(LFSR == 8'b10000111) begin
          LFSR <= 8'b11111111;
          pulse <= 1;
      end
      else begin
      LFSR[0] <= LFSR[1] ^ LFSR[2] ^ LFSR[3] ^ LFSR[7];
      LFSR[7:1] <= LFSR[6:0];
        pulse <= 0;
      end
    end
  end
  assign pulseOut = pulse;
endmodule
module One_mSecondTimer(pulseClk, pulseOnemS, LED);
  input pulseClk;
  output pulseOnemS;
  output LED;
  reg LEDon;
  reg pulse;
  reg [7:0] counter;
  parameter s_init = 0, s_count = 1;
  reg state;
  always @ (posedge pulseClk) begin
      case (state)
        s_init: begin
          counter <= 8'b00000000;
          state <= s_count;
        end
        s_count: begin
          if(counter >= 200) begin
            pulse <= 1;
            LEDon <= 0;
            state <= s_init;
          end
          else begin
            pulse <= 0;
            LEDon <= 1;
            counter <= counter + 1;
            state <= s_count;
          end
        end
        default: begin
          state <= s_init;
        end
      endcase
  end
  assign pulseOnemS = pulse;
  assign LED = LEDon;
endmodule
module reconfigTmr8B(pulseClk, timeAdj, pulseROut);
  input pulseClk;
  input [7:0] timeAdj;
  output pulseROut;
  reg pulse;
  reg [7:0] adjCounter;
  parameter s_init = 0, s_count = 1, s_pulseHigh = 2;
  reg [1:0] state;
  always @ (posedge pulseClk) begin
      case(state)
        s_init: begin
          pulse <= 0;
          adjCounter <= timeAdj;
          state <= s_count;
        end
        s_count: begin
          if(adjCounter > 0) begin
            adjCounter <= adjCounter - 1;
            pulse <= 0;
            state <= s_count;
          end
          else begin
            state <= s_pulseHigh;
          end
        end
        s_pulseHigh: begin
          pulse <= 1;
          state <= s_init;
        end
        default: begin
          state <= s_init;
        end
      endcase
  end
  assign pulseROut = pulse;
endmodule
==> qor_table.md <==
| Metric | Reported | Unit |
| --- | --- | --- |
| Run status | completed | - |
| Die Outline Area | 6400 | um2 |
| Post-route total power | 0.2814 | mW |
| Flops & latches, synth | 10 | - |
| Number of buffers inserted during clock tree synthesis | 3 | - |
| Worst EP arrival | 1180 | ps |
| Maximum buffer depth of the clock tree | 2 | - |
| Antenna Diode Count | 0 | - |
| CP endpoint kind | output port | - |
| Wire length after detailed routing | 1276 | um |
| Top area cells in the synthesized netlist | buf_4 (42%), dfxtp_1 (21%), edfxtp_1 (3.5%) | - |
| Count of cell types in the netlist | 31 | - |
| Number of levels in the clock H-tree | 1 | - |
| Wire length of the first global-routing pass | 1800 | um |
| Init Core Util | 0.2531 | - |
| Register area share after synthesis | 0.2431 | - |
| Syn_area_per_cell | 8.646 | um2 |
| Count of maximum capacitance violations | 0 | - |
| Post-route clock skew | 5.354 | ps |
| LEAKAGE | 0.3069 | nW |
| Delay of the slowest cell on the worst path | 510 | ps |
| Number of detailed-routing iterations run before antenna repair | 4 | - |
| EDFF count, synth | 1 | - |
| Clock-pin slew reported for the worst setup and hold paths after clock tree synthesis | 50 | ps |
| Remaining antenna violation count | 0 | - |
| Mean number of vias per cell | 3.689 | - |
| Setup TNS | 0 | ps |
| Total track usage | 0.03289 | - |
| Resize count post-CTS | 0 | - |
| Most frequent logic cell in the layout | conb_1 | - |
| Residual DRC | 0 | - |
| Y dimension of the die | 80 | um |
| Largest driver fanout on the critical path | 7 | - |
| Violation count after the first detailed-route iteration | 24 | - |
| Max frequency | 0.5686 | GHz |
| Top area contributor share | 0.4168 | - |
| Layout-stage area growth over the synthesis result | -14.33 | % |
| Final critical path time including I/O delays and setup | 1759 | ps |
| Filler cell count | 384 | - |
| Setup Fix Bufs, Post-CTS | 0 | - |
| WL/cell | 9.667 | um |
| Kind of cell adding the most delay to the critical path | buffers and inverters | - |
| Core area | 3416 | um2 |
| Fraction of final layout cells with drive strength greater than 1 | 0.06977 | - |
| Area post-placement | 714.4 | um2 |
| Detailed placer's ending HPWL | 1004 | um |
| Worst-case vdd ir drop | 0.1655 | mV |
| Setup repair after global routing missed its margin | no | - |
| Clock Tree Root | clkbuf_4 | - |
| CTS Hold Buffers Added | 0 | - |
| Cells after synthesis | 100 | - |
| Post-layout instance count excluding filler cells | 132 | - |
| Final count of pins violating max slew | 0 | - |
| Number of buffers and inverters on the critical path | 1 | - |
| Area of all placed cells without fillers | 740.7 | um2 |
| Tool warnings | 57 | - |
| Vias in the first global route | 416 | - |
| Post-synthesis chip area from yosys | 864.6 | um2 |
| Input/output buffers | 8 | - |
| Worst setup SP type | flop | - |
| Synth warnings | 22 | - |
| Area of the mapped netlist | 864.6 | um2 |
| Async SR Flop Fraction | 0 | - |
| Yosys stat cell total | 100 | - |
| Pin count of the biggest net entering global routing | 17 | - |
| Endpoints failing hold | 0 | - |
| Critical Setup Path Class | reg -> out | - |
| Slowest-stage cell, CP | clkdlybuf4s50_1 | - |
| Clk latency of the worst-skew pair | 230 | ps |
| Top cells excl fill/tap | conb_1 (27), dfxtp_1 (9), clkdlybuf4s50_1 (8) | - |
| Final Setup Violations | 0 | - |
| Number of antenna violations at the first check in global routing | 0 | - |
| Tcrit/Tclk final | 0.6065 | - |
| Number of core rows | 21 | - |
| I/O pin total | 72 | - |
| Total instance count after detailed placement | 128 | - |
| Power per standard cell area | 380.0 | nW/um2 |
| Type of the worst min-delay path | reg -> reg | - |
| Count of vias placed by the detailed router | 487 | - |
| Weighted congestion at the end of routability-driven global placement | 0.8289 | - |
| Total congestion overflow | 0 | - |
| CTS sink cnt | 10 | - |
| Ordered cell list for the critical path | clkdlybuf4s50_1 | - |
| Cell taking the most area after synthesis | buf_4 | - |
| Req. time, crit path | 2320 | ps |
| Die X-Extent | 80 | um |
| Main flop type after synthesis | dfxtp_1 | - |
| Clock tree from TritonCTS | yes | - |
layout make-up:
| class | instances | area [um2] | area share |
|---|---|---|---|
| Tap cell | 46 | 57.56 | 0.07770 |
| Timing Repair Buffer | 8 | 80.08 | 0.1081 |
| Sequential cell | 10 | 210.2 | 0.2838 |
| Multi-Input combinational cell | 63 | 362.8 | 0.4899 |
| Inverter | 1 | 3.754 | 0.005068 |
| Clock buffer | 4 | 26.28 | 0.03547 |
layer usage:
| layer | GRT usage | up-vias | wire length [um] |
|---|---|---|---|
| li1 | - | 236 | - |
| met4 | 0.01232 | 0 | 14 |
| met5 | 0 | - | 0 |
| met2 | 0.04334 | 29 | 520 |
| met1 | 0.04209 | 216 | 571 |
| met3 | 0.02045 | 6 | 169 |
stage by stage:
step | hold WS (ps) | worst slack (ps) | utilization
after floorplan | 488.5 | 1506 | -
after global placement | 517.5 | 1079 | 0.2092
after detailed placement | 523.5 | 1074 | 0.2092
after CTS | 531.0 | 1071 | 0.2169
after global routing | 554.6 | 1032 | 0.2169
final | 523.0 | 1141 | 0.2169
cells in the mapped netlist (2+ instances only):
cell / count
buf_4: 48
o21a_1: 4
nor2_1: 3
a21boi_0: 2
nor3b_1: 2
o31a_1: 2
o31ai_1: 2
nand2_1: 3
dfxtp_1: 9
buf_2: 2
nand3b_1: 3
tightest hold or removal path, cell delays in order, from the launching register on:
cell	delay, ps
dfxtp_1	330
o211ai_1	80
o31ai_1	60
where the power goes:
| part | switching [mW] | internal [mW] |
|---|---|---|
| registers | 0.0122 | 0.147 |
| clock network | 0.0284 | 0.0520 |
| logic | 0.0162 | 0.0259 |
| total | 0.0567 | 0.225 |
sequential cells by signal, indices dropped and copies added (netlist names):
name and count:
led_matrix.colOut 1, led_matrix.State 4, led_matrix.stateCounter 4, led_matrix.ready 1
logic make-up after synthesis:
logic type / Yosys count / synth area share
and+or+nand+nor: 17 / 0.1187
DFF: 10 / 0.2431
AOI/OAI and AO/OA: 17 / 0.1563
buffers and inverters: 53 / 0.4501
adders and majority gates: 2 / 0.02749
other: 1 / 0.004337
path summary, 6_finish.rpt:
kind,start,end,slack [ps],depth (start not counted)
max reg2reg,led_matrix.ready,led_matrix.colOut[6],1370,3
max,led_matrix.colOut[6],colOut[4],1140,1
min,led_matrix.stateCounter[1],led_matrix.stateCounter[1],520,2
min reg2reg,led_matrix.stateCounter[1],led_matrix.stateCounter[1],520,2
No activity file was given, so power comes from the tool's default toggle rates.
